==> design/flow/design.v <==
`timescale 1ns / 1ps
module ssegx8(
    input CLK,
    input debug,
    input [31:0] VALUE,
    output reg [7:0] SSEG_CA,
    output reg [7:0] SSEG_AN
    );
reg [20:0] digit_counter;
reg [3:0] digits;
always @(posedge CLK)
begin
    if(debug == 1) begin
	   digit_counter<=digit_counter+1;
	   case (digits)
            0:SSEG_CA = 8'b11000000;
            1:SSEG_CA = 8'b11111001;
            2:SSEG_CA = 8'b10100100; 
            3:SSEG_CA = 8'b10110000;
            4:SSEG_CA = 8'b10011001; 
            5:SSEG_CA = 8'b10010010; 
            6:SSEG_CA = 8'b10000010; 
            7:SSEG_CA = 8'b11111000; 
            8:SSEG_CA = 8'b10000000;
            9:SSEG_CA = 8'b10010000;
            10:SSEG_CA=~8'b11110111; 
            11:SSEG_CA=~8'b11111100; 
            12:SSEG_CA=~8'b10111001; 
            13:SSEG_CA=~8'b11011110; 
            14:SSEG_CA=~8'b11111001; 
            15:SSEG_CA=~8'b11110001;    
        endcase
        case (digit_counter[2:0])
            0 : begin
                    SSEG_AN=8'b01111111;
                    digits<=VALUE[31:28];
                end
            1 : begin
                    SSEG_AN=8'b10111111;
                    digits<=VALUE[27:24];
                end
            2 : begin
                    SSEG_AN=8'b11011111;
                    digits<=VALUE[23:20];
                end
            3 : begin
                    SSEG_AN=8'b11101111;
                    digits<=VALUE[19:16];
                end		
            4 : begin
                    SSEG_AN=8'b11110111;
                    digits<=VALUE[15:12];
                end
            5 : begin
                    SSEG_AN=8'b11111011;
                    digits<=VALUE[11:8];
                end
            6 : begin
                    SSEG_AN=8'b11111101;
                    digits<=VALUE[7:4];
                end
            7 : begin
                    SSEG_AN=8'b11111110;
                    digits<=VALUE[3:0];
                end        		
            endcase	
        end
        else begin
            digit_counter<=digit_counter+1;
	        case (digits)
            0:SSEG_CA = 8'b11000000;
            1:SSEG_CA = 8'b11111001;
            2:SSEG_CA = 8'b10100100; 
            3:SSEG_CA = 8'b10110000;
            4:SSEG_CA = 8'b10011001; 
            5:SSEG_CA = 8'b10010010; 
            6:SSEG_CA = 8'b10000010; 
            7:SSEG_CA = 8'b11111000; 
            8:SSEG_CA = 8'b10000000;
            9:SSEG_CA = 8'b10010000;
            10:SSEG_CA=~8'b11110111; 
            11:SSEG_CA=~8'b11111100; 
            12:SSEG_CA=~8'b10111001; 
            13:SSEG_CA=~8'b11011110; 
            14:SSEG_CA=~8'b11111001; 
            15:SSEG_CA=~8'b11110001;    
        endcase
        case (digit_counter[16:14])
            0 : begin
                    SSEG_AN=8'b01111111;
                    digits<=VALUE[31:28];
                end
            1 : begin
                    SSEG_AN=8'b10111111;
                    digits<=VALUE[27:24];
                end
            2 : begin
                    SSEG_AN=8'b11011111;
                    digits<=VALUE[23:20];
                end
            3 : begin
                    SSEG_AN=8'b11101111;
                    digits<=VALUE[19:16];
                end		
            4 : begin
                    SSEG_AN=8'b11110111;
                    digits<=VALUE[15:12];
                end
            5 : begin
                    SSEG_AN=8'b11111011;
                    digits<=VALUE[11:8];
                end
            6 : begin
                    SSEG_AN=8'b11111101;
                    digits<=VALUE[7:4];
                end
            7 : begin
                    SSEG_AN=8'b11111110;
                    digits<=VALUE[3:0];
                end        		
            endcase	
        end
end
endmodule
==> design/flow/run.sh <==
#!/bin/bash
# OpenROAD 26Q1-2900-gdf79404cd8, Yosys 0.63+post, stock flow scripts
make -C /OpenROAD-flow-scripts/flow DESIGN_CONFIG=/design/flow/config.mk WORK_HOME=/design/flow/orfs finish
==> design/flow/config.mk <==
export PLATFORM = sky130hd
export DESIGN_NAME = ssegx8
export DESIGN_NICKNAME = ssegx8
export VERILOG_FILES = /design/flow/design.v
export SDC_FILE = /design/flow/constraint.sdc
export NUM_CORES = 4
export LEC_CHECK = 1
export CORE_AREA = 10 10 113 113
export DIE_AREA = 0 0 123 123
==> design/flow/constraint.sdc <==
current_design ssegx8

set clk_period 2.7
set clk_io_pct 0.2

create_clock -name clk0 -period $clk_period [get_ports {CLK}]

set non_clock_inputs [all_inputs -no_clocks]
set_input_delay [expr $clk_period * $clk_io_pct] -clock clk0 $non_clock_inputs
set_output_delay [expr $clk_period * $clk_io_pct] -clock clk0 [all_outputs]
==> qor.txt <==
Least-Margin Pin Slew: 0.602 ns
Post-synth EDFFs: 0
WHS Path Cells: 0
Most frequent logic cell in the layout: clkdlybuf4s50_1
Clock-pin slew on the worst setup and hold paths: 0.08 ns
Total global-route track usage: 7.72%
GRT overflow: 0
Drt pass-1 iters: 4
# Post-CTS Setup Buffers: 0
Element type at the critical path end: flop
Asr flop ratio synth: 0%
Layout fillers: 1045
Crit path required time: 2.89 ns
Hold EP: SSEG_CA[6]$_DFF_P_
Dominant flop cell: dfxtp_1
Layout area overhead: 36.1%
Slew HR: 59.8%
Avg WL per Cell: 14.3 um
Boundary Pins: 50
Logic area: 1160 sq um
Critical path peak fanout: 6
Crit share post-route: 93.4%
Power Dens Cells: 448 nW/um^2
Clk_skew: 0.0115 ns
Max VDD drop: 0.279 mV
RSZ-0062 raised after global routing: false
Cells on worst reg2reg path: 11
DR iter-0 viols: 236
Final setup violation count: 0
Util after Layout: 28.3%
Clock sink count: 41
Row count: 37
OpenROAD warnings: 34
Final Critical Period: 2.52 ns
Top cells excl fill/tap: clkdlybuf4s50_1 (49), dfxtp_1 (41), inv_1 (15)
CTS tree: done
Setup TNS Final: 0 ns
Post-route ant nets: 0
Die area: 15100 sq um
Post-Layout Cell Count: 411
Cell area after synthesis: 2150 sq um
Synth warnings: 1
Core Util at FP: 20.8%
Clock latency on the worst-skew pair: 0.30 ns
Syn_area_per_cell: 9.91 sq um
First-pass GRT wire length: 9230 um
Synth Instances: 217
Final HPWL DP: 4790 um
Port bufs: 49
Post-synth regs: 41
DR vias/cell: 4.40
WL final: 5860 um
R2R Path Start: digit_counter[1]$_DFF_P_
Final Hold Vio Count: 0
Reg area: 821 sq um
HP Class: flop to flop
Synth Seq Share: 38.2%
CP Launch Point: digit_counter[1]$_DFF_P_
Ys cells: 217
Fraction of layout cells with a size suffix above 1: 12.4%
DRC viols: 0
Critical Path Start Type: flop
Critical setup path kind: flop to flop
P_leak: 1.07 nW
Number of global-route vias before repair: 1737
Unique cell types: 54
Largest net degree at the start of global routing: 16
Initial antenna violation count: 0
Clk buf depth: 2
Die Ht: 123 um
Run status: finished clean
CTS H-tree lvls: 2
Max Freq: 397 MHz
Synthesized chip area reported by yosys: 2150 sq um
Via Count: 1807
Max cap viols: 0
Cells after DPL: 403
Final Max Tran Viols: 0
TritonCTS Buffers: 5
Crit path DAT: 2.71 ns
Root Driver: clkbuf_8
Gpl congestion: 0.862
ANT cells: 0
Core box area: 10300 sq um
Die Wd: 123 um
Internal reg-to-reg setup slack: 0.18 ns
Pwr Total: 1.31 mW
[kinds of logic (layout without fill, tap and decap cells)]
| family | count (synthesis) | after routing | synth area share, % |
|---|---|---|---|
| mux | 15 | 15 | 8.21 |
| simple gates | 56 | 56 | 14.0 |
| xor+xnor | 15 | 15 | 6.11 |
| fa+ha+maj | 12 | 12 | 6.98 |
| compound gates | 49 | 49 | 18.8 |
| flops | 41 | 41 | 38.2 |
| buf+inv | 29 | 87 | 7.74 |
[metrics by stage]
step / hold WS (ns) / worst slack (ns) / instance area, sq um
4_1_cts: 0.328 / 0.157 / 2920
3_5_place_dp: 0.312 / 0.155 / 2810
2_1_floorplan: 0.310 / 0.263 / 2150
6_report: 0.326 / 0.178 / 2930
3_3_place_gp: 0.310 / 0.172 / 2810
5_1_grt: 0.336 / 0.00975 / 2930
[final cells by class]
cell class	count	area share [%]
clock buffers	5	2.35
clock inverters	3	1.58
inverters	16	2.05
multi-input cells	147	39.8
flip-flops and latches	41	28.0
well taps	136	5.81
repair buffers	63	20.4
[worst max-delay path: stages (launching register included)]
cell and delay, ns:
dfxtp_1 0.43, inv_1 0.13, ha_1 0.26, nor2_1 0.24
a221o_1 0.15, o21ai_0 0.09, a221oi_2 0.35, inv_1 0.14
ha_1 0.25, inv_1 0.09, nand2_1 0.08, a31o_1 0.20
[layer usage]
layer / GRT usage, % / up-vias / routed length (um) / share of wire, %
met1: 10.4 / 820 / 2500 / 43
met3: 2.27 / 4 / 566 / 9.7
met2: 12.6 / 69 / 2750 / 47
met4: 0.582 / 0 / 40 / 0.68
li1: - / 914 / - / -
met5: 0 / - / 0 / 0
[worst max path at each step]
stage	to	slack, ns	depth (start not counted)
4_1_cts	flop	0.16	11
6_report	flop	0.18	11
5_1_grt	flop	0.01	11
[Yosys cell counts (all sizes together), types with 2 or more instances]
| library cell | count | share of area (%) |
|---|---|---|
| a221oi | 5 | 2.6 |
| a31oi | 2 | 0.58 |
| o22ai | 5 | 1.5 |
| o2bb2ai | 2 | 0.82 |
| o221ai | 2 | 0.82 |
| nor3 | 7 | 1.9 |
| ha | 12 | 7.0 |
| xnor2 | 10 | 4.1 |
| or4 | 2 | 0.70 |
| nor2 | 10 | 1.7 |
| and4 | 2 | 0.82 |
| dfxtp | 41 | 38 |
| buf | 12 | 4.8 |
| nor2b | 4 | 1.3 |
| a311oi | 2 | 1.1 |
| mux4 | 2 | 2.1 |
| o32a | 3 | 1.4 |
| mux2i | 12 | 5.6 |
| nand2b | 2 | 0.58 |
| nand2 | 9 | 1.6 |
| xor2 | 5 | 2.0 |
| a21oi | 5 | 1.3 |
| nand3 | 9 | 2.1 |
| a22oi | 4 | 1.4 |
| nor4 | 4 | 1.2 |
| inv | 16 | 2.8 |
| o21ai | 4 | 0.93 |
| a221o | 3 | 1.4 |
| nand4 | 3 | 0.87 |
| o31a | 3 | 1.2 |
[report_power, final]
part           internal [mW]  total [mW]  switching [mW]
Combinational          0.113       0.177          0.0635
Sequential             0.634       0.640         0.00625
Clock                  0.277       0.495           0.218
Total                   1.02        1.31           0.288
[repair_timing]
action                                  CTS  global route
endpoints found under the setup margin    0             5
resized                                   0             1
hold buffers                              0             0
Power is estimated from default activity; no workload was simulated.
