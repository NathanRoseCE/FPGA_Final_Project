[flow/run.sh]
#!/bin/bash
# OpenROAD 26Q1-2900-gdf79404cd8, Yosys 0.63+post, stock flow scripts
make -C /OpenROAD-flow-scripts/flow DESIGN_CONFIG=/design/flow/config.mk WORK_HOME=/design/flow/orfs finish
[flow/config.mk]
export PLATFORM = sky130hd
export DESIGN_NAME = adjustable_clock
export DESIGN_NICKNAME = adjustable_clock
export VERILOG_FILES = /design/flow/design.v
export SDC_FILE = /design/flow/constraint.sdc
export NUM_CORES = 4
export LEC_CHECK = 1
export CORE_UTILIZATION = 40
[flow/constraint.sdc]
current_design adjustable_clock

set clk_period 4.8
set clk_io_pct 0.2

create_clock -name clk0 -period $clk_period [get_ports {CLK}]

set non_clock_inputs [all_inputs -no_clocks]
set_input_delay [expr $clk_period * $clk_io_pct] -clock clk0 $non_clock_inputs
set_output_delay [expr $clk_period * $clk_io_pct] -clock clk0 [all_outputs]
[flow/design.v]
`timescale 1ns / 1ps
module adjustable_clock(
        input CLK,
        input [15:0] SW,
        output reg SCLK
    );
    reg SCLK=1,PCLK=1;
    reg [31:0] count=0; 
    reg [15:0] counter=0;
    always @(posedge CLK) begin
        counter<=counter+1;
        if (count<(50000000>>SW[14:12]))
            count<=count+SW[15];
        else
            begin
                SCLK<=!SCLK;
                count<=0;
            end                              
    end 
endmodule
==> notes.org <==
#+TITLE: Physical design notes

** STA
- Looking at the max-slew report, the worst-margin pin has a slew of 0.650 ns.
- The max-slew check reports its worst relative slack as 56.3%.
- The last timing report of the flow puts the setup violation total at 0.
- Setup repair after global routing left no endpoint under its margin.
- The critical path in the final layout is reported with a setup slack of 0.998 ns.
- Achievable Freq :: 263 MHz
- Number of endpoints with negative hold slack in the final report :: 0
- Clock Skew :: 0.00665 ns
- Max-slew violation count :: 0
- Part of the cycle the worst path needs :: between 70% and 80%
- The final layout reports a setup TNS of 0 ns.
- The worst path needs approximately 3.8 ns of the cycle, external delays included.

** Clock network
- Counting the buffers created by CTS gives 5.
- Clock edge transition at the registers on the reported setup and hold paths :: 0.06 ns
- Post-cts hold-fix buffer tally :: 0
- The clock passes through at most 2 buffers.
- Per the skew report, the later register of the worst-skew pair sees a clock latency of 0.28 ns.
- Clock tree synthesis selected as its root buffer the cell sky130_fd_sc_hd__clkbuf_8.
- TritonCTS built the clock tree.
- The number of gates resized after CTS was 0.
- TritonCTS Sinks :: 33
- # H-tree levels :: 2
- Once the clock tree was built, the setup fixing pass inserted 0 buffers.

** Worst setup path
- Kind of capture point of the worst setup path :: flip-flop
- STA puts the critical path data required time at slightly below 5 ns.
- Beginning of the worst register-to-register path :: count[15]
- Looking at the critical path, the highest net fanout was 27.
- Worst setup endpoint :: count[5]
- The worst register-to-register path has a setup slack of approximately 2.4 ns.
- CP arrival :: 3.94 ns
- The worst register-to-register path has a depth of 7.
- Setup Crit Path Kind :: input port to flip-flop
- Startpoint class of the critical path :: input port
- Start point of the critical path :: SW[14]
- The worst register-to-register path ends at count[5].

** Drt
- Number of remaining DRC errors :: 0
- Per the post-route antenna check, the number of violating nets is 0.
- Via density per instance :: 5.23
- Total vias in the final route :: 1659
- First-pass detailed-route iteration total :: 4
- Starting DRT DRC Count :: 93
- Total wirelength of the detailed-routed design :: 4270 um
- In the routed netlist, the antenna diode instances number 0.
- Per the detail_route report, routed wire per instance is between 10 and 15 um.

** Floorplanning
- The vertical die dimension reported for this design is 76.1 um.
- Total number of placement rows :: 26
- The floorplan step defined a core boundary enclosing 5200 um^2.
- The die covers 5800 um^2.
- In the floorplan report the effective utilization is 42.2%.
- The horizontal die dimension reported for this design is 76.1 um.
- Ports :: 18

** Hold path
- Min-Delay Path Class :: flip-flop to flip-flop

** Placement
- The placement summary gives the final routability congestion estimate as 0.873.
- Port-buffer cells :: 5
- Placement Setup Slack :: 0.672 ns
- Detail Placement HPWL :: 3210 um

** Synthesis
- Synthesis handed over a netlist of roughly 240 instances.
- Before any placement, the netlist area is recorded as between 2000 and 2500 um^2.
- Async set-reset flop share out of synthesis :: 0%
- The gate-level netlist out of Yosys references 42 unique cell types.
- Per the post-synthesis stats, the area per cell is 9.32 um^2.
- According to the Yosys statistics, the synthesized design has a chip area of 2200 um^2.
- Main synth FF type :: sky130_fd_sc_hd__dfxtp_1
- Synth flops :: 33
- The number of cells reported by Yosys stat comes to 236.
- Counting flops with a built-in enable in the synthesized netlist gives 1.
- Of the synthesized area, sequential elements account for a little under a third.
- For this run, the number of Yosys warnings is 1.

** Power
- For this design the static power due to leakage is 0.889 nW.
- For this design the ratio of total power to cell area is 218 nW/um^2.
- Looking at the VDD voltage map, the peak drop is 0.0944 mV.

** Job
- The logs give a warning total of 37.
- Number of max-cap violations :: 0

** Global route
- The number of antenna violations at the first check in global routing is 0.
- Wire length of the first global-routing pass :: between 7000 and 8000 um
- Global routing finished with a remaining overflow of 0.
- Entering global routing, the biggest net connects 28 pins.
- Vias in the first global route :: 1633
- Global-route total usage across every layer :: 16.6%

** Cells and area
- Between the synthesized netlist and the finished layout, the area growth was recorded as 8.71%.
- Of the cells placed in the final design, the portion with a size suffix greater than 1 is 14.2%.
- The final layout report lists a filler cell count of 516.

** Outcome
- Run status :: finished, final reports clean
==> registers in the layout (all words and copies together), names as in the netlist <==
signal	cells
SCLK	1
count	32
==> per-layer routing <==
| layer | wire length (um) | part of all wire [%] | vias to the layer above | global-route usage, % |
|---|---|---|---|---|
| met2 | 1860 | 44 | 17 | 26.3 |
| met4 | 57 | 1.3 | 0 | 1.73 |
| li1 | - | - | 870 | - |
| met1 | 2220 | 52 | 766 | 25.2 |
| met3 | 129 | 3.0 | 6 | 2.55 |
| met5 | 0 | 0 | - | 0 |
==> Yosys cell counts (2+ instances only) <==
master,instances,share of area [%]
sky130_fd_sc_hd__dfxtp_1,32,29
sky130_fd_sc_hd__ha_1,27,15
sky130_fd_sc_hd__nand2_1,24,4.1
sky130_fd_sc_hd__nor3_2,20,9.1
sky130_fd_sc_hd__nand3_1,15,3.4
sky130_fd_sc_hd__xor2_1,15,6.0
sky130_fd_sc_hd__nor2_1,11,1.9
sky130_fd_sc_hd__xnor2_1,11,4.4
sky130_fd_sc_hd__nand4_1,9,2.6
sky130_fd_sc_hd__a21oi_1,7,1.6
sky130_fd_sc_hd__inv_1,7,1.2
sky130_fd_sc_hd__nor3_1,6,1.4
sky130_fd_sc_hd__and4_1,5,2.0
sky130_fd_sc_hd__buf_2,5,1.1
sky130_fd_sc_hd__o21ai_0,5,1.1
sky130_fd_sc_hd__and2_1,3,0.85
sky130_fd_sc_hd__and3_1,3,0.85
sky130_fd_sc_hd__nor4_1,3,0.85
sky130_fd_sc_hd__a21o_1,2,0.68
sky130_fd_sc_hd__buf_8,2,1.4
sky130_fd_sc_hd__nand4b_1,2,0.80
sky130_fd_sc_hd__nor3b_1,2,0.68
==> worst max-delay path: stages <==
cell	delay, ns
sky130_fd_sc_hd__clkdlybuf4s50_1	0.64
sky130_fd_sc_hd__inv_1	0.18
sky130_fd_sc_hd__nor2_1	0.22
sky130_fd_sc_hd__nand2_1	0.17
sky130_fd_sc_hd__o21ai_0	0.14
sky130_fd_sc_hd__ha_1	0.14
sky130_fd_sc_hd__and2_1	0.13
sky130_fd_sc_hd__nand4_1	0.14
sky130_fd_sc_hd__or4_4	0.57
sky130_fd_sc_hd__a31oi_4	0.17
sky130_fd_sc_hd__buf_4	0.38
sky130_fd_sc_hd__nor3_1	0.09
==> final cells by class <==
type | count | area (um^2) | share of cell area [%]
Multi-Input combinational cell | 192 | 1460 | 61.0
Sequential cell | 33 | 671 | 28.1
Tap cell | 70 | 87.6 | 3.66
Clock buffer | 6 | 72.6 | 3.04
Timing Repair Buffer | 7 | 65.1 | 2.72
Inverter | 7 | 26.3 | 1.10
Clock inverter | 2 | 10.0 | 0.419
==> kinds of logic after synthesis <==
| family | share of synthesized area [%] |
|---|---|
| simple gates | 31.4 |
| flops | 30.5 |
| fa+ha+maj | 15.4 |
| xor+xnor | 10.4 |
| compound gates | 8.37 |
| buf+inv | 3.87 |
| other cells | 0.171 |
==> through the flow <==
step | power [mW] | utilization, % | instance area (um^2) | hold WS [ns] | std cells
5_1_grt | 0.550 | 45.9 | 2390 | 0.592 | 317
4_1_cts | 0.532 | 45.9 | 2390 | 0.556 | 317
6_report | 0.521 | 45.9 | 2390 | 0.549 | 317
3_5_place_dp | 0.328 | 44.3 | 2310 | 0.542 | 309
2_1_floorplan | 0.314 | - | 2210 | 0.487 | 240
3_3_place_gp | 0.327 | 44.3 | 2310 | 0.533 | 309
==> cell usage in the layout, fill, tap and decap left out, types with 2 or more instances in the layout <==
| cell | instances |
|---|---|
| sky130_fd_sc_hd__a21o_1 | 2 |
| sky130_fd_sc_hd__a21oi_1 | 7 |
| sky130_fd_sc_hd__and2_1 | 3 |
| sky130_fd_sc_hd__and3_1 | 3 |
| sky130_fd_sc_hd__and4_1 | 5 |
| sky130_fd_sc_hd__buf_4 | 2 |
| sky130_fd_sc_hd__clkbuf_8 | 5 |
| sky130_fd_sc_hd__clkdlybuf4s50_1 | 5 |
| sky130_fd_sc_hd__clkinv_2 | 2 |
| sky130_fd_sc_hd__conb_1 | 5 |
| sky130_fd_sc_hd__dfxtp_1 | 32 |
| sky130_fd_sc_hd__ha_1 | 27 |
| sky130_fd_sc_hd__inv_1 | 7 |
| sky130_fd_sc_hd__nand2_1 | 24 |
| sky130_fd_sc_hd__nand3_1 | 15 |
| sky130_fd_sc_hd__nand4_1 | 9 |
| sky130_fd_sc_hd__nand4b_1 | 2 |
| sky130_fd_sc_hd__nor2_1 | 11 |
| sky130_fd_sc_hd__nor3_1 | 6 |
| sky130_fd_sc_hd__nor3_2 | 20 |
| sky130_fd_sc_hd__nor3b_1 | 2 |
| sky130_fd_sc_hd__nor4_1 | 3 |
| sky130_fd_sc_hd__o21ai_0 | 5 |
| sky130_fd_sc_hd__xnor2_1 | 11 |
| sky130_fd_sc_hd__xor2_1 | 15 |
==> power by group <==
group	total [mW]	switching, mW	leakage, nW	internal [mW]
registers	0.281	0.00156	0.271	0.280
clock network	0.199	0.0982	0.0450	0.100
logic	0.0411	0.0235	0.573	0.0176
total	0.521	0.123	0.889	0.398
==> worst min-delay path by stage <==
stage,cells past startpoint,from,end,slack (ns)
6_report,2,count[26],count[26],0.55
5_1_grt,1,SCLK,SCLK,0.59
4_1_cts,2,count[16],count[16],0.56
Power figures rest on the tool's default switching activity, not on a simulated workload.
