==> design.v <==
`timescale 1ns / 1ps
module out_mux(
    input CLK,
    input [3:0] port_sel,
    input out_write_en,
    input [15:0] data_out,
    output reg [15:0] port0=0,
    output reg [15:0] port1=0,
    output reg [15:0] port2=0
    );
    always @(posedge CLK)
        begin
        if (out_write_en==1)
            begin
                case(port_sel)
                0: begin
                   port0=data_out;
                   port1=port1;
                   port2=port2;
                   end
                1: begin
                   port0=port0;
                   port1=data_out;
                   port2=port2;
                   end
                2: begin
                   port0=port0;
                   port1=port1;
                   port2=data_out;
                   end       
                default: begin
                   port0=port0;
                   port1=port1;
                   port2=port2;
                   end   
                endcase 
           end
        else 
            begin
                port0=port0;
                port1=port1;
                port2=port2;
            end                  
    end                    
endmodule
==> run.sh <==
#!/bin/bash
# OpenROAD 26Q1-2900-gdf79404cd8, Yosys 0.63+post, stock flow scripts
make -C /OpenROAD-flow-scripts/flow DESIGN_CONFIG=/design/flow/config.mk WORK_HOME=/design/flow/orfs finish
==> config.mk <==
export PLATFORM = sky130hd
export DESIGN_NAME = out_mux
export DESIGN_NICKNAME = out_mux
export VERILOG_FILES = /design/flow/design.v
export SDC_FILE = /design/flow/constraint.sdc
export NUM_CORES = 4
export LEC_CHECK = 1
export CORE_UTILIZATION = 30
==> constraint.sdc <==
current_design out_mux

set clk_period 6.0
set clk_io_pct 0.2

create_clock -name clk0 -period $clk_period [get_ports {CLK}]

set non_clock_inputs [all_inputs -no_clocks]
set_input_delay [expr $clk_period * $clk_io_pct] -clock clk0 $non_clock_inputs
set_output_delay [expr $clk_period * $clk_io_pct] -clock clk0 [all_outputs]
==> changes_impl.md <==
### Metrics

- HPWL after detailed placement: 2.054 mm
- Mapped cell area: 0.001508 mm²
- Cell Rows: 25
- Max-slew headroom: 62.89%
- Critical Path Fanout Max: 10
- Synth warn: 1
- Fin. Hold Viols: 0
- CTS resizes: 0
- Layout Utilization: 50.75%
- Synth flops: 48
- Clock root buffer: clkbuf_8
- Antenna Nets Post-Route: 0
- Clock sinks: 48
- Fmax: 377.1 MHz
- WL final: 2.808 mm
- Setup violations, final: 0
- Worst Path Required: 6.00 ns
- Layout cells sized above 1: 9.774%
- Die W: 72.89 µm
- Synth Seq Share: 95.60%
- Worst Tran Pin Value: 0.5543 ns
- 1st-pass router iterations: 4
- Arrival time at the worst endpoint: 2.65 ns
- Distinct cell type count after synthesis: 5
- PD cells: 258.0 mW/mm²
- Vias in the first global route: 852
- Post-CTS Hold Buffers: 0
- DIE HEIGHT: 72.89 µm
- GP Congestion: 0.7040
- Minimum clock period after layout: 2.652 ns
- Hold path start: data_out[2]
- RSZ-0062 raised after global routing: no
- Postcts setup bufs: 0
- Core Area: 0.004786 mm²
- Leakage power: 0.7963 nW
- Fp_density: 31.50%
- Crit-path cells: clkdlybuf4s50_1 > nor4b_4 > buf_4
- Design area: 0.002429 mm²
- Crit path kind: in -> reg
- Synth Instances: 53
- Worst-path clk slew: 0.08 ns
- Number of diodes: 0
- Average wire per standard cell: 14.04 µm
- Worst vdd ir: 0.1362 mV
- Worst setup SP type: input port
- Iter 0 DRT Violations: 33
- Area grow syn2layout: 61.08%
- Yosys Chip Area: 0.001508 mm²
- Largest net degree at the start of global routing: 15
- Critical Path Source: port_sel[3]
- Max-Cap Viols: 0
- Syn Area/Cell: 28.45 µm²
- Status: finished, final reports clean
- Pwr Total: 626.6 µW
- GRT Total Usage: 12.22%
- Dominant logic cell type in the layout: clkdlybuf4s50_1
- TritonCTS clock tree: built
- Dpl cell area: 0.002322 mm²
- # port buffers: 69
- Die area: 0.005313 mm²
- Clock tree buffer depth: 2
- Fin. max-slew vios: 0
- Critical-path top delay cell: nor4b_4
- TritonCTS Buffers: 5
- OpenROAD warning count: 25
- Vias per Instance: 4.090
- Period Utilization, post-route: 44.20%
- Yosys cell count: 53
- Io pins: 70
- First-pass GRT wire length: 4.340 mm
- Hold WC Path Type: in -> reg
- Initial antenna violation count: 0
- H-Tree Depth: 2
- Worst path max stage delay: 0.60 ns
- DR DRC count: 0
- Sum Neg Setup Slack: 0 ns
- Setup crit end kind: flip-flop
- Grt ovf: 0
- Most instantiated logic cells after routing: clkdlybuf4s50_1, edfxtp_1, clkbuf_8, buf_4
- Minimum hold slack: 1.513 ns
- Via count: 818
-- logic make-up after synthesis --
kind of cell,count (synthesis),share of synthesized area [%]
DFF,48,95.60
and+or+nand+nor,5,4.397
-- per-stage QoR --
stage | worst slack, ns | instances
floorplan | 3.335 | 53
global placement | 3.046 | 192
detailed placement | 3.013 | 192
CTS | 3.326 | 200
global route | 3.285 | 200
finish | 3.348 | 200
-- routing by layer --
layer  track usage (%)  wire, µm
met1             17.78      1164
met4             1.525        34
met5                 0         0
met2             16.61      1202
met3             8.683       407
-- final timing paths --
| check | to | slack, ns | depth (start not counted) |
|---|---|---|---|
| worst max-delay path | port1[1] | 3.35 | 3 |
| worst min-delay path | port0[2] | 1.51 | 1 |
-- synth_stat cells (all sizes together) --
cell type  instances  share of area [%]
edfxtp            48                 96
nor4               2                1.7
nand2              1               0.25
nand2b             1               0.91
nor4b              1                1.6
-- worst max-delay path, delay by kind of cell --
kind	cells	cell delay (ns)
and+or+nand+nor	1	0.60
buffers and inverters	2	0.84
-- where the power goes --
part,total (mW),internal [mW],switching [mW]
logic,0.0337,0.0229,0.0108
clock network,0.216,0.121,0.0946
registers,0.377,0.375,0.00174
total,0.627,0.519,0.107
-- state kept, by name (all words and copies together), names as in the netlist --
| register | count |
|---|---|
| port1 | 16 |
| port2 | 16 |
| port0 | 16 |
-- area by class of cell --
| class | instances | area [µm²] |
|---|---|---|
| fillers | 378 | 2357 |
| flip-flops and latches | 48 | 1441 |
| repair buffers | 72 | 713.2 |
| multi-input cells | 5 | 83.83 |
| well taps | 67 | 83.83 |
| clock buffers | 5 | 68.82 |
| clock inverters | 3 | 37.54 |
Power figures rest on the tool's default switching activity, not on a simulated workload.
